===== run.sh =====
#!/bin/bash
# OpenROAD 26Q1-2900-gdf79404cd8, Yosys 0.63+post, stock flow scripts
make -C /OpenROAD-flow-scripts/flow DESIGN_CONFIG=/design/flow/config.mk WORK_HOME=/design/flow/orfs finish

===== config.mk =====
export PLATFORM = sky130hd
export DESIGN_NAME = pc
export DESIGN_NICKNAME = pc
export VERILOG_FILES = /design/flow/design.v
export SDC_FILE = /design/flow/constraint.sdc
export NUM_CORES = 4
export LEC_CHECK = 1
export CORE_AREA = 10 10 94 94
export DIE_AREA = 0 0 104 104

===== constraint.sdc =====
current_design pc

set clk_period 1.0
set clk_io_pct 0.2

create_clock -name clk0 -period $clk_period [get_ports {clk}]

set non_clock_inputs [all_inputs -no_clocks]
set_input_delay [expr $clk_period * $clk_io_pct] -clock clk0 $non_clock_inputs
set_output_delay [expr $clk_period * $clk_io_pct] -clock clk0 [all_outputs]

===== design.v =====
module pc 
# (
    parameter PC_SIZE = 32
) (
    input  logic               clk,
    input  logic               arst_n,
    input  logic               en_in,
    input  logic [PC_SIZE-1:0] pc_in,
    output logic [PC_SIZE-1:0] pc_out
);
    always_ff@(posedge clk, negedge arst_n)
    begin
        if(~arst_n)
        begin
            pc_out <= 32'h8000_0000;
        end
        else if(en_in)
        begin
            pc_out <= pc_in;
        end
    end
endmodule

==> reports/qor.yml <==
rsz0062_at_grt: "yes"
wl_met3_um: 214
dr.pass1.iters: 4
cts_root_buffer: "clkbuf_8"
routedWlPerCell_um: 13.7
slew_headroom_pct: 82.5
fmax_ghz: 0.920
insertion_delay_ns: 0.27
fin_crit_sh_pct: 109
cap_violations: 0
skew_ns: 0
fp.dieH_um: 104
antenna_found_initial: 0
finalSetupTns_ns: -0.0872
ir_drop_mv: 0.384
worstPathCellList: "buf_2"
regMostFlops: "pc_out"
crit_type: "flop to output pin"
synthesis.instances: 68
worst_r2r_path_depth: 2
p_leak_nw: 1.02
grt_util_all_layers_pct: 6.46
antenna_cells: 0
synth.area.top_cells: "dfrtp_1 58%, mux2_4 33%, buf_12 4.5%"
power_density_nw_per_um2: 1500
final_layout_size_suffix_gt1_share_pct: 57.8
largest_reg_flops: 32
cp.arrival_ns: 0.89
die-area_um2: 10800
syn_area_per_cell_um2: 19.8
drt_iter0_drc: 22
fin_hold_ws_ns: 0.263
setup_slack_ns: -0.0872
startpoint: "pc_out[31]"
wl_mm: 3.43
period_minus_slack_ns: 1.09
globalplace.congestion: 0.695
reg2reg_slack_ns: 0.13
yosysTopAreaCell: "dfrtp_1"
postRouteAntennaNets: 0
post_synth_num_cell_types: 6
die_w_um: 104
crit_required_ns: 0.80
synth_area_um2: 1350
place_inst: 232
core-area_um2: 6830
post-place-ws_ns: -0.168
clock_path_buffers: 2
fp_util_pct: 19.7
cp-start-kind: "flop"
place.detailed.hpwl_mm: 2.57
syn_to_final_growth_pct: 58.6
synth_stat.cells: 68
via_per_inst: 3.34
crit_slowest_cell: "dfstp_2"
tightest_slew_ns: 0.262
r2r_start: "pc_out[9]"
top_level_ports: 67
cp_slowest_stage_delay_ns: 0.52
status: "finished, violations left"
yosysChipArea_um2: 1350
clk_pin_slew_ns: 0.07
finalSetupViolCount: 1
io_buffers: 66
grt_first_pass_wirelength_mm: 5.64
routed.top_layer: "met4"
met2_length_mm: 1.73
yosysWarnings: 1
htree_num_levels: 2
path_buffers: 1
cp_top_family: "flip-flops"
violations: "negative setup slack"
finalHoldViolCount: 0
r2r-end: "pc_out[9]"
drc: 0
cts_tree: "done"
clkSinkCount: 32
postCtsHoldBufs: 0
drv_slew: 0
top_cell_area_share_pct: 57.6
cp_max_fo: 2
row_count: 30
final_cell_mix: "33 x clkdlybuf4s50_1, 33 x buf_2, 31 x dfrtp_1"
num_vias: 834
reg.largest.list: "pc_out x32"
ys.flops: 32
min-delay-path-class: "input port to asynchronous set/reset pin"
grt_overflow: 0
drt-met1-wl_mm: 1.46
grt_pass1_vias: 924
fill_cells: 709
final_cell_count_no_fill: 250
ys_seq_share_pct: 59.6
end_kind: "output pin"
cts_buffers: 5
grt_start_max_net_pins: 20
warnings: 27
## worst register-to-register path, delay by kind of cell, from the launching register on
family | cells | cell delay [ns]
buffers and inverters | 1 | 0.13
flip-flops | 1 | 0.38
multiplexers | 1 | 0.25
## per-stage QoR
step / instance area [um2] / total power, W / util [%]
after floorplan: 1350 / 0.00174 / -
after global placement: 2120 / 0.00221 / 31.0
after detailed placement: 2120 / 0.00221 / 31.0
after CTS: 2130 / 0.00327 / 31.2
after global routing: 2140 / 0.00339 / 31.3
final: 2140 / 0.00320 / 31.3
## cells in the mapped netlist
library cell / n
buf_6: 1
mux2_4: 30
dfstp_2: 1
buf_12: 3
dfrtp_1: 31
mux2_2: 2
## power breakdown
part,internal [W],switching (W)
Sequential,0.00143,0.0000599
Clock,0.000628,0.000473
Combinational,0.000456,0.000155
## metal layers
| metal | GRT usage [%] | up-vias |
|---|---|---|
| li1 | - | 406 |
| met1 | 8.09 | 396 |
| met2 | 10.7 | 28 |
| met3 | 2.38 | 4 |
| met4 | 0.895 | 0 |
| met5 | 0 | - |
## area by class of cell
class / instances / area (um2) / area share [%]
repair buffers: 82 / 641 / 30.0
well taps: 96 / 120 / 5.62
multi-input cells: 32 / 473 / 22.1
clock buffers: 8 / 100 / 4.69
flip-flops and latches: 32 / 802 / 37.6
## how the worst max path moves through the flow
stage | to | slack, ns | cells past startpoint
after CTS | pc_out[31] | -0.11 | 1
after global routing | pc_out[31] | -0.12 | 1
final | pc_out[31] | -0.09 | 1
## logic make-up after synthesis
family	synth area share (%)
muxes	35.1
DFF	59.6
buffers and inverters	5.30
## repair_timing
action,4_1_cts,5_1_grt
buffers inserted,9,2
hold endpoints to repair,0,0
setup endpoints to repair,32,30
gates resized,97,0
No activity file was given, so power comes from the tool's default toggle rates.
