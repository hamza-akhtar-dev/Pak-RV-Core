## design/flow/config.mk

```make
export PLATFORM = sky130hd
export DESIGN_NAME = fu
export DESIGN_NICKNAME = fu
export VERILOG_FILES = /design/flow/design.v
export SDC_FILE = /design/flow/constraint.sdc
export NUM_CORES = 4
export LEC_CHECK = 1
export CORE_AREA = 10 10 70 70
export DIE_AREA = 0 0 80 80
```

## design/flow/constraint.sdc

```tcl
current_design fu

set clk_period 1.9
set clk_io_pct 0.2

create_clock -name clk0 -period $clk_period

set non_clock_inputs [all_inputs -no_clocks]
set_input_delay [expr $clk_period * $clk_io_pct] -clock clk0 $non_clock_inputs
set_output_delay [expr $clk_period * $clk_io_pct] -clock clk0 [all_outputs]
```

## design/flow/design.v

```verilog
module fu
#(
) (
    input  logic [4:0] rs1,
    input  logic [4:0] rs2,
    input  logic [4:0] rd_frm_mem,
    input  logic [4:0] rd_frm_wb,
    input  logic       rf_en_frm_mem,
    input  logic       rf_en_frm_wb,
    output logic [1:0] for_a,
    output logic [1:0] for_b
);
    always_comb
    begin
        if ((rs1 != 0) && (rs1 == rd_frm_mem) && rf_en_frm_mem)
        begin
            for_a = 2'b01;
        end
        else if ((rs1 != 0) && (rs1 == rd_frm_wb) && rf_en_frm_wb)
        begin
            for_a = 2'b10;
        end
        else
        begin
            for_a = 2'b00;
        end
    end
    always_comb
    begin
        if ((rs2 != 0) && (rs2 == rd_frm_mem) && rf_en_frm_mem)
        begin
            for_b = 2'b01;
        end
        else if ((rs2 != 0) && (rs2 == rd_frm_wb) && rf_en_frm_wb)
        begin
            for_b = 2'b10;
        end
        else
        begin
            for_b = 2'b00;
        end
    end
endmodule: fu
```

## design/flow/run.sh

```bash
#!/bin/bash
# OpenROAD 26Q1-2900-gdf79404cd8, Yosys 0.63+post, stock flow scripts
make -C /OpenROAD-flow-scripts/flow DESIGN_CONFIG=/design/flow/config.mk WORK_HOME=/design/flow/orfs finish
```

==> results_slide.txt <==
Flow Results at a Glance

Synth
  • Post-synthesis cell type count: 10
  • Mapped Area: between 200 and 300 sq um
  • Area share, top type: 37.84%
  • Synth Instances: 36
  • Yosys stat area: 277.8 sq um
  • Most numerous cell in the Yosys netlist: xnor2_1
  • Ys cells: 36
  • Top cell type by total area after synthesis: xnor2_1
  • Synthesized area per cell: approximately 7.7 sq um
  • Top cells by count, synth: 12 x xnor2_1, 8 x xor2_1
  • Sequential area share after synthesis: 0%
  • Ys Warns: 1
  • Top cells, area: xnor2_1 38%, xor2_1 25%, a2111oi_0 6.3%, and3b_1 6.3%, or4_1 5.4%

Finish
  • Fillers: 405
  • Seq_cells: 0
  • Area delta synth->final: 128.4%
  • Layout cells sized above 1: between 40 and 50%
  • Register area: 0 sq um
  • Final Instance Count excl. Fillers: 112
  • Post-route cell area: approximately 630 sq um
  • CLK BUF: 0

Outcome
  • Status: completed

Flow run
  • Max_cap viols: 0
  • OpenROAD warning count: 32

Setup path
  • CP max FO: 3
  • Worst Setup Path Type: input port to primary output
  • Crit path DAT: 1490 ps
  • CP Launch Type: input port
  • Setup crit start: rs1[4]
  • CP required: 1520 ps
  • Worst setup EP type: primary output

STA
  • Worst Setup Slack, final: 28.55 ps
  • Period utilisation layout: between 90% and 100%
  • Final hold violation count: 0
  • Fin Hold WS: 1167 ps
  • Slew @ Worst Pin: 267.0 ps
  • Top achievable clock speed: approximately 530 MHz
  • Slew HR: 82.05%
  • Max Slew Vio Count: 0
  • Final setup viols: 0
  • Final Critical Period: 1871 ps

Place
  • Port Buf Inserts: 26
  • Placed insts: 110
  • Placed Area: 610.6 sq um
  • Worst Setup Slack post-DPL: -777.2 ps
  • Routability cong.: 0.7332

Floorplanning
  • Placeable Area: approximately 0.0034 sq mm
  • Io pins: 26
  • Die area: approximately 0.0064 sq mm
  • Cell Rows: 21
  • Die width: 80 microns
  • Fp_density: 8.132%
  • Chip Height: 80 microns

Power and ir drop
  • Switching Share: 47.12%
  • LEAKAGE: approximately 0.24 nW
  • Gate power share: 100.0%
  • PD cells: 188.3 mW/mm^2
  • Seq pwr share: 0%
  • Maximum VDD drop: approximately 0.07 mV
  • Switching pwr: 56.28 uW
  • Clock share of power: 0%
  • Internal Power: ~63 uW
  • Total power: 119.4 uW

Global routing
  • Number of global-route vias before repair: around 440
  • Initial antenna violation count: 0
  • Largest net degree at the start of global routing: 4
  • Total GRT Usage: 4.248%
  • First-pass GRT wire length: 2208 microns
  • Global route overflow: 0

Detailed routing
  • Via density per instance: 3.339
  • Routed WL per cell: between 10 and 15 microns
  • Drt drc: 0
  • Ant. Diodes: 0
  • Post-route ant nets: 0
  • WL final: 1413 microns
  • DRT Pass-1 Iters: 2
  • Via Count: 374
  • Iter 0 DRT Violations: 15

Min path
  • Min-delay worst type: input port to primary output
  • Hold_sp: rs2[0]

Clock tree
  • Cts hold-fix bufs: 0
## repair_timing
action                                  CTS  global route
resized                                  75            14
endpoints found under the setup margin    4             3
pin swaps                                12            10
buffers inserted                          4             0
cloned                                    0             0
## kinds of logic (layout without fill, tap and decap cells)
family          count (synthesis)  in the layout  share of synthesized area (%)
compound gates                  2              2                          6.307
simple gates                   14             14                          30.63
buf+inv                         0             30                              0
xor+xnor                       20             20                          63.06
## power by group through the flow
stage | combinational [mW] | sequential (mW) | clock [mW]
4_1_cts | 0.112 | 0 | 0
5_1_grt | 0.131 | 0 | 0
6_report | 0.119 | 0 | 0
## through the flow
stage	setup TNS (ps)	utilization, %
final	0	18.57
after global routing	-11.21	18.57
after CTS	0	18.06
after detailed placement	-2654	17.88
after global placement	-2618	17.88
after floorplan	0	-
## layout make-up
class	count	area (sq um)	share of cell area, %
multi-input cells	36	360.3	56.80
repair buffers	30	216.5	34.12
well taps	46	57.56	9.073
## placed cells by master (no fill, tap or decap)
master and instances:
clkdlybuf4s50_1 2, a2111oi_4 2, xor2_2 1, dlygate4sd2_1 5
and2_4 1, or4_4 2, clkdlybuf4s15_2 1, and3b_1 2
buf_6 1, and2_1 1, xor2_1 7, nor4_2 2
nand2_1 2, buf_2 9, xnor2_1 12, clkbuf_2 4
nor2_4 2, buf_4 6, nand4_1 2, clkdlybuf4s15_1 2
## routing by layer
metal	GRT usage, %	up-vias	share of wire [%]
met4	0	0	0
li1	-	187	-
met5	0	-	0
met1	6.856	170	55
met2	5.538	17	38
met3	1.250	0	7.1
## worst max-delay path, stage by stage
cell	delay (ps)
buf_4	130
or4_4	520
nor2_4	90
buf_4	110
buf_4	100
a2111oi_4	30
buf_2	130
## path summary, 6_finish.rpt
| kind | endpoint | slack, ps | cells past startpoint |
|---|---|---|---|
| setup / recovery | for_a[1] | 30 | 7 |
| hold / removal | for_b[1] | 1170 | 4 |
Power figures rest on the tool's default switching activity, not on a simulated workload.
