==> design.v <==
module hdu
#(
) (
    input  logic [4:0] rs1,
    input  logic [4:0] rs2,
    input  logic [4:0] rd_frm_ex,
    input  logic [1:0] wb_sel_frm_ex,
    output logic       stall,
    output logic       flush
);
    always_comb
    begin
        stall = ((rs1 == rd_frm_ex) || (rs2 == rd_frm_ex)) && (wb_sel_frm_ex == 2'b01);
        flush = stall;
    end
endmodule: hdu
==> run.sh <==
#!/bin/bash
# OpenROAD 26Q1-2900-gdf79404cd8, Yosys 0.63+post, stock flow scripts
make -C /OpenROAD-flow-scripts/flow DESIGN_CONFIG=/design/flow/config.mk WORK_HOME=/design/flow/orfs finish
==> config.mk <==
export PLATFORM = sky130hd
export DESIGN_NAME = hdu
export DESIGN_NICKNAME = hdu
export VERILOG_FILES = /design/flow/design.v
export SDC_FILE = /design/flow/constraint.sdc
export NUM_CORES = 4
export LEC_CHECK = 1
export CORE_AREA = 10 10 70 70
export DIE_AREA = 0 0 80 80
==> constraint.sdc <==
current_design hdu

set clk_period 1.9
set clk_io_pct 0.2

create_clock -name clk0 -period $clk_period

set non_clock_inputs [all_inputs -no_clocks]
set_input_delay [expr $clk_period * $clk_io_pct] -clock clk0 $non_clock_inputs
set_output_delay [expr $clk_period * $clk_io_pct] -clock clk0 [all_outputs]
==> summary.txt <==
Status: finished clean
Drt initial violations: 0
Worst setup SP type: input pin
MaxCap Viol Count: 0
Commonest cells in the netlist: 10 x xnor2_1, 2 x nand2_1, 2 x nand4_1
Cell with the most instances after synthesis: xnor2_1
Gr usage total: 0.0173
Vias per cell: 2.25
Final Wtd Congestion: 0.823
Register area: 0 um^2
Post-Synthesis Cells: 17
Power density over the cells: 176 mW/mm^2
# DRC: 0
Rows: 21
Critical path type: in2out
Yosys stat area: 128 um^2
Slowest stage cell on the critical path: clkdlybuf4s50_1
Worst Hold End: flush
DIE AREA: 0.00640 mm^2
Top area cell types: xnor2_1 69%, nand4_1 9.8%, buf_4 5.9%
Post-DRT Antenna Nets: 0
DR pass1 iterations: 1
Vias in the first global route: 209
Period minus WS final: 1810 ps
Unrepaired setup endpoints after global routing: no
Cell Type Count: 6
Share of cells above drive strength 1: 0.114
Arr. time, crit path: 1430 ps
# Cells Yosys: 17
Setup-failing EPs final: 0
Crit. End Element: output port
Smallest hold slack: 1220 ps
Reg power frac: 0
Initial antenna violation count: 0
Hold Path Cell Cnt: 5
Sw Ratio: 0.319
Synth top area share: 0.686
Comb pwr share: 1.000
Critical-path maximum fanout: 2
Post-DR wirelength/cell: 8.26 um
Max Slew Vio Count: 0
Clock Buffer Count: 0
Count of tool warnings: 33
Final WL: 669 um
Tightest Pin Transition: 160 ps
Max Clock Freq: 552 MHz
Register share after synthesis: 0
Cell Area, Synth: 128 um^2
Internal power: 0.0000441 W
Largest net degree at the start of global routing: 3
Chip width: 80 um
Seq Cell Count: 0
Cell taking the most area after synthesis: xnor2_1
Port-buffer cells: 19
Total grt overflow: 0
Crit path DRT: 1520 ps
Hold Path Class: in2out
Final Cycle Share: 0.953
Layout area overhead: 188%
Fin. Hold Viols: 0
Crit path cell chain: clkdlybuf4s50_1 -> xnor2_1 -> nand4_1 -> o22ai_2 -> clkbuf_2
Fp_density: 0.0374
Setup bufs post-CTS: 0
Yosys warning count: 1
Slew HR: 0.892
Core box area: 0.00342 mm^2
Diode count: 0
Final Core Density: 0.108
DIE HEIGHT: 80 um
Switch Pwr: 0.0000207 W
Clock power share: 0
Leakage Power: 0.125 nW
First-pass GRT wire length: 924 um
Maximum VDD drop: 0.0000167 V
CTS hold repair buffers: 0
Min-Delay Startpoint: rd_frm_ex[0]
Vias: 182
Max incr delay on CP: 420 ps
Mean Syn Cell Area: 7.51 um^2
I/O pins: 19
## cells in the final DEF (no fill, tap or decap), drive strengths merged
| cell type | instances |
|---|---|
| nor2b | 1 |
| xnor2 | 10 |
| clkdlybuf4s50 | 11 |
| dlymetal6s2s | 1 |
| nand4 | 2 |
| o22ai | 1 |
| dlygate4sd2 | 5 |
| clkbuf | 2 |
| nand2 | 2 |
## power by group through the flow
| stage | sequential [W] | combinational (W) | clock [W] |
|---|---|---|---|
| final | 0 | 0.0000648 | 0 |
| after global routing | 0 | 0.0000697 | 0 |
| after CTS | 0 | 0.0000667 | 0 |
## cells by family after synthesis
group,count (synthesis),synth area share
simple gates,5,0.206
buf+inv,1,0.0588
xor+xnor,10,0.686
compound gates,1,0.0491
## routing by layer
metal	vias to the layer above	global-route usage	routed length, um
li1	92	-	-
met1	80	0.0178	251
met2	10	0.0353	352
met3	0	0.00455	65
met4	0	0	0
met5	-	0	0
## per-stage QoR
stage / area (um^2) / total power (W) / TNS [ps] / cells / worst slack (ps)
CTS: 373 / 0.0000667 / -18.6 / 81 / -9.98
floorplan: 128 / 0.0000225 / 0 / 17 / 653
global placement: 368 / 0.0000678 / -734 / 81 / -368
detailed placement: 368 / 0.0000674 / -810 / 81 / -406
finish: 368 / 0.0000648 / 0 / 81 / 89.8
global route: 368 / 0.0000697 / 0 / 81 / 53.0
## worst max-delay path by stage
| stage | from | to | slack, ps | depth (start not counted) |
|---|---|---|---|---|
| CTS | rs1[4] | flush | -10 | 5 |
| global route | rs1[4] | flush | 50 | 5 |
| finish | rs1[4] | stall | 90 | 5 |
## critical path, delay by kind of cell
family	cells	cell delay, ps
AND-OR/OR-AND	1	180
XOR/XNOR	1	190
buffers and inverters	2	540
AND/OR/NAND/NOR	1	140
## what timing repair did
action                     4_1_cts  5_1_grt
setup endpoints to repair        2        2
resized                          9        5
cloned                           0        0
pin swaps                        3        5
## cell type report
class                      count  area, um^2
fill                         402        3050
multi-input combinational     16         134
tap                           46        57.6
timing repair buffer          19         176
Power and IR drop assume default switching activity.
